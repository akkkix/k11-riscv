`flow/constraint.sdc`:
```
current_design datam

set clk_period 19.9
set clk_io_pct 0.2

create_clock -name clk0 -period $clk_period [get_ports {clk}]

set non_clock_inputs [all_inputs -no_clocks]
set_input_delay [expr $clk_period * $clk_io_pct] -clock clk0 $non_clock_inputs
set_output_delay [expr $clk_period * $clk_io_pct] -clock clk0 [all_outputs]
```
`flow/config.mk`:
```
export PLATFORM = sky130hd
export DESIGN_NAME = datam
export DESIGN_NICKNAME = datam
export VERILOG_FILES = /design/flow/design.v
export SDC_FILE = /design/flow/constraint.sdc
export NUM_CORES = 4
export LEC_CHECK = 1
export CORE_AREA = 10 10 238 238
export DIE_AREA = 0 0 248 248
export SYNTH_HDL_FRONTEND = slang
```
`flow/design.v`:
```
`default_nettype none
module datam(
    input clk,
    input rst,
    input  wire       valid_i,
    output wire       ready_o,
    output reg        valid_ro,
    input  wire       ready_i,
    input wire [31:0] pc_i,
    input wire [31:0] inst_i,
    input wire [31:0] r0data_i,
    input wire [31:0] r1data_i,
    input wire [31:0] result_i,
    output reg [31:0] pc_ro,
    output reg [31:0] inst_ro,
    output reg [31:0] r0data_ro,
    output reg [31:0] r1data_ro,
    output reg [31:0] result_ro,
    input wire [31:0] datamemdata_i
);
parameter BOP_LUI   =   7'b01101_11;
parameter BOP_AUIPC =   7'b00101_11;
parameter BOP_OPIMM =   7'b00100_11;
parameter BOP_OP    =   7'b01100_11;
parameter FUNCT3_ADD    =   3'b000;
parameter FUNCT3_SUB    =   3'b000;
parameter FUNCT3_SLL    =   3'b001;
parameter FUNCT3_SLT    =   3'b010;
parameter FUNCT3_SLTU   =   3'b011;
parameter FUNCT3_XOR    =   3'b100;
parameter FUNCT3_SRL    =   3'b101;
parameter FUNCT3_SRA    =   3'b101;
parameter FUNCT3_OR     =   3'b110;
parameter FUNCT3_AND    =   3'b111;
parameter FUNCT7_ADD    =   7'b00000_00;
parameter FUNCT7_SUB    =   7'b01000_00;
parameter FUNCT7_SRL    =   7'b00000_00;
parameter FUNCT7_SRA    =   7'b01000_00;
parameter FUNCT7_AND    =   7'b00000_00;
parameter FUNCT7_OR     =   7'b00000_00;
parameter FUNCT7_XOR    =   7'b00000_00;
parameter FUNCT7_SLL    =   7'b00000_00;
parameter FUNCT7_SLT    =   7'b00000_00;
parameter FUNCT7_SLTU   =   7'b00000_00;
parameter FUNCT7_MULDIV =   7'b00000_01;
parameter FUNCT3_MUL    =   3'b000;
parameter FUNCT3_MULH   =   3'b001;
parameter FUNCT3_MULHSU =   3'b010;
parameter FUNCT3_MULHU  =   3'b011;
parameter FUNCT3_DIV    =   3'b100;
parameter FUNCT3_DIVU   =   3'b101;
parameter FUNCT3_REM    =   3'b110;
parameter FUNCT3_REMU   =   3'b111;
parameter OP_FENCE	=	7'b00011_11;
parameter BOP_MISCMEM   =   7'b00011_11;
parameter OP_ECALL	=	7'b11100_11;
parameter OP_EBREAK	=	7'b11100_11;
parameter BOP_SYSTEM    =   7'b11100_11;
parameter BOP_LOAD  =   7'b00000_11;
parameter FUNCT3_LB =   3'b000;
parameter FUNCT3_LH =   3'b001;
parameter FUNCT3_LW =   3'b010;
parameter FUNCT3_LBU    =   3'b100;
parameter FUNCT3_LHU    =   3'b101;
parameter BOP_STORE =   7'b01000_11;
parameter FUNCT3_SB =   3'b000;
parameter FUNCT3_SH =   3'b001;
parameter FUNCT3_SW =   3'b010;
parameter BOP_JAL   =   7'b11011_11;
parameter BOP_JALR  =   7'b11001_11;
parameter BOP_BRANCH    =   7'b11000_11;
parameter FUNCT3_BEQ    =   3'b000;
parameter FUNCT3_BNE    =   3'b001;
parameter FUNCT3_BLT    =   3'b100;
parameter FUNCT3_BGE    =   3'b101;
parameter FUNCT3_BLTU   =   3'b110;
parameter FUNCT3_BGEU   =   3'b111;
wire [6:0] opcode = inst_i[6:0];
wire [2:0] funct3 = inst_i[14:12];
wire cke = ~valid_ro | ready_i;
always @(posedge clk or posedge rst) begin
    if(rst) begin
        valid_ro <= 0;
        pc_ro <= 0;
        inst_ro <= 0;
        r0data_ro <= 0;
        r1data_ro <= 0;
        result_ro <= 0;
    end
    else begin
        if(cke) begin
            valid_ro <= valid_i;
            pc_ro <= pc_i;
            inst_ro <= inst_i;
            r0data_ro <= r0data_i;
            r1data_ro <= r1data_i;
            if(opcode == BOP_LOAD) begin
                result_ro <= 
                    (funct3 == FUNCT3_LB) ? {{24{datamemdata_i[7]}},datamemdata_i[7:0]}:
                    (funct3 == FUNCT3_LH) ? {{16{datamemdata_i[15]}},datamemdata_i[15:0]}:
                    (funct3 == FUNCT3_LW) ? datamemdata_i:
                    (funct3 == FUNCT3_LBU) ? datamemdata_i:
                    (funct3 == FUNCT3_LHU) ? datamemdata_i:
                    32'hFFFFFFFF;
            end else begin
                result_ro <= result_i;
            end
        end
    end
end
assign ready_o = cke;
endmodule
`resetall
```
`flow/run.sh`:
```
#!/bin/bash
# OpenROAD 26Q1-2900-gdf79404cd8, Yosys 0.63+post, stock flow scripts
make -C /OpenROAD-flow-scripts/flow DESIGN_CONFIG=/design/flow/config.mk WORK_HOME=/design/flow/orfs finish
```
==> design notes <==
The run gives 10850 µm² for the post-placement cell area. After global routing the overflow that remains totals 0. The gate count after technology mapping was 703. The pin closest to its max-slew limit shows a slew of 816.9 ps.

The run gives 161 for the CTS sink count. The class of the tightest hold or removal check was register to register. TritonCTS built the clock tree. The commonest cells after synthesis are 400 x nand2_1, 161 x dfrtp_1, 28 x clkbuf_1. The tools report the kind of capture point of the worst setup path as a primary output.

The headroom to the max-slew limit is 0.4554, and the depth of the worst register-to-register path is 5. The insertion delay at the late pin of the worst-skew pair was 480 ps. The first global-routing pass estimated 38730 µm of wire. After clock tree synthesis, the repair step resized 0 gates.

The top cell type by total area after synthesis was dfrtp_1. The share of post-route cells with drive strength above 1 works out to 0.07439. The tools report the setup slack on the worst flop-to-flop path as 17740 ps.

Startpoint of the worst-slack reg-to-reg timing path: valid_ro. The registers of the reported paths see a clock transition of 60 ps. The critical path maximum fanout is 46. In this run the cell area of the synthesized design comes to 6516 µm². Per the OpenROAD power report, leakage power amounts to 5.097 nW. The yosys synthesis warning count was 0; the mean instance size in the synthesized netlist was 9.269 µm². The count of state elements after synthesis works out to 161. Number of hold violations in the final report: 0. The tool warning count for the run is 25. The final max-slew violation count recorded for this run is 0. With the detailed-routing iteration count for the pre-antenna-repair pass at 5, the width of the chip is 248 µm. The overall die size recorded for this design is 61500 µm². Among all stages on the critical path, the maximum delay recorded is 500 ps. The required time at the endpoint of the critical path was 15920 ps.

On the critical path the data arrives at 5640 ps. The via count of the first global-routing pass was 6332. The most frequent cell on the critical path was clkdlybuf4s50_1. The DRC violation total left in the routed layout is recorded as 0. The run gives 15.74 ps for the worst setup skew after layout.

The count of buffers added on input and output ports is 357. The placed wire-length estimate is 19590 µm, and the H-tree depth is 4. The number of clock buffers inserted by TritonCTS was 17; the floorplan die height was 248 µm. The run gives 0 as the antenna violation net count after detailed routing. With the starting density of the core at 0.1268, the final design area excluding fillers is 11450 µm². For this run, the top clock speed supported by timing is 104.0 MHz.

The tree is rooted in a clkbuf_16. The startpoint identified for the worst hold timing path is pc_ro[12]. Path type of the worst setup path: input port to primary output. The buffers inserted during post-CTS setup optimization is 0, and the power per cell area is 77.85 nW/µm². Standard cell with the maximum stage delay on the critical path: clkdlybuf4s50_1. In the Yosys report the total cell count is 703. The report lists the cells along the critical path as clkdlybuf4s50_1 > nor2b_4 > inv_4 > clkdlybuf4s50_1. Critical register-to-register path endpoint: r1data_ro[3].

For the aggregate global-route resource usage, the log shows 0.08280. With the setup slack after placement at 10260 ps, the fraction of registers with async set/reset is 1.000. The first routing iteration left 209 violations.

Layout overhead on the synthesized area: 75.79%. The initial antenna violation count is 2. With the number of placement rows at 83, the count of endpoints failing setup in the final report is 0. The longest clock path from root to sink contains 2 buffers. The run gives 0.6183 for the share of synthesized area occupied by flip-flops and latches. The routed design shows a wire length per standard cell of 14.94 µm. STA shows the worst min-delay path finishing at pc_ro[12]. The number of ports placed on the die boundary was 358; the post-layout minimum cycle time was 9615 ps. Yosys reports a chip area of 6516 µm².

Setup repair after global routing left no endpoint under its margin. The fraction of the cycle the final worst path needs works out to 0.4832. With the detailed-route via count at 6099, the minimum setup slack in the final design is 10280 ps.

In this run, post-CTS hold repair placed 0 buffers. Max-cap violations in this run came to 0. The placement summary gives the final routability congestion estimate as 0.7988. For this block, the routed nets add up to 26040 µm of wire. Entering global routing, the biggest net connects 70 pins. The tools report the final setup TNS as 0 ps. The flip-flop cell with the highest count after synthesis was dfrtp_1. The count of library flops with an enable pin was 0; the core area was 51410 µm².

The flow ran to the end, and the final reports show no timing, DRC or antenna violations. The routed design shows a via density per instance of 3.499. Number of cells on the worst hold path: 2. The area fraction of the dominant cell type after synthesis came out at 0.6183. For reference, the top cells by area after synthesis are dfrtp_1 62%, nand2_1 23%, a221oi_2 2.3%, o221a_2 1.7%, clkbuf_1 1.6%.

The tools report the kind of start point of the critical path as an input port. VDD sags by at most 0.00006400 V. nand2_1 is the most common cell in the netlist. The number of distinct library cells after synthesis was 30.
==> stage by stage <==
step / instances / util / power [W] / hold slack (ps)
after floorplan: 703 / - / 0.0004235 / 414.3
after global placement: 1710 / 0.2110 / 0.0005520 / 450.0
after detailed placement: 1710 / 0.2110 / 0.0005532 / 454.7
after CTS: 1742 / 0.2228 / 0.0009136 / 469.9
after global routing: 1742 / 0.2228 / 0.0009440 / 484.8
final: 1743 / 0.2228 / 0.0008918 / 465.0
==> final cells by class <==
cell class                      instances  area [µm²]
Sequential cell                       161        4029
Inverter                               16       67.56
Clock inverter                         14       176.4
Timing Repair Buffer                  367        3649
Multi-Input combinational cell        486        2251
Clock buffer                           18       429.2
Tap cell                              680       850.8
Fill cell                            5533       39950
Antenna cell                            1       2.502
==> cell usage in the layout, fill, tap and decap left out, drive strengths merged <==
master and n:
o21a 8, clkdlybuf4s50 357, a221o 8, a211oi 2, a221oi 14, nand2 400
nand2b 2, clkbuf 18, nor3b 1, buf 10, o221a 10, or2 11
and3b 1, clkinvlp 4, bufinv 3, or3 1, or4 1, nor4b 1
inv 21, o2111ai 2, clkinv 2, o21ai 1, nand4b 1, nor4 1
diode 1, o22ai 2, nor2 16, or3b 1, nor2b 2, dfrtp 161
==> cells by family after synthesis <==
kind of cell | count (synthesis) | share of synthesized area
AOI/OAI and AO/OA | 47 | 0.07488
buffers and inverters | 56 | 0.03783
DFF | 161 | 0.6183
and+or+nand+nor | 439 | 0.2690
==> power breakdown <==
group / switching, W / total [W] / internal (W) / leakage (nW)
clock: 0.000150 / 0.000349 / 0.000199 / 0.286
combinational: 0.0000596 / 0.000166 / 0.000107 / 2.90
sequential: 0.0000172 / 0.000377 / 0.000360 / 1.91
==> state kept, by name (all words and copies together), names as in the netlist <==
name	cells
r0data_ro	32
valid_ro	1
result_ro	32
pc_ro	32
r1data_ro	32
inst_ro	32
==> per-layer routing <==
metal,GRT usage,wire (µm),part of all wire,up-vias
met5,0,27,0.0010,-
met4,0.01148,440,0.017,4
li1,-,-,-,2911
met1,0.09942,10120,0.39,2847
met3,0.04883,3765,0.14,34
met2,0.1292,11690,0.45,303
==> how the worst max path moves through the flow <==
stage,from,to,slack [ps],depth (start not counted)
finish,ready_i,ready_o,10280,4
global route,ready_i,ready_o,10170,4
CTS,ready_i,ready_o,10260,4
==> worst max-delay path, delay by kind of cell <==
family,cells,cell delay [ps]
buf+inv,3,1220
simple gates,1,390
Power figures rest on the tool's default switching activity, not on a simulated workload.
