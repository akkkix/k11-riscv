### ./config.mk
export PLATFORM = sky130hd
export DESIGN_NAME = register_file
export DESIGN_NICKNAME = register_file
export VERILOG_FILES = /design/flow/design.v
export SDC_FILE = /design/flow/constraint.sdc
export NUM_CORES = 4
export LEC_CHECK = 1
export CORE_UTILIZATION = 50
export SYNTH_HDL_FRONTEND = slang
### ./design.v
`default_nettype none
`default_nettype none
module register_cell(
	clk,
	rst,
	din,
	we,
	dout
);
	input clk;	
	input rst;
	input [31:0] din;
	input we;
	output [31:0] dout;
	reg [31:0] data_r;
	assign dout = data_r;
	always @(posedge clk or posedge rst) begin
		if(rst) begin
			data_r <= 32'b0;
		end else begin
			if(we) begin
				data_r <= din;
			end
		end
	end
endmodule
module register_file(
	clk,
	rst,
	r0_i,
	r0v_i,
	r1_i,
	r1v_i,
	r_opr0_o,
	r_opr1_o,
	reserved_flg_o,
	rd_i,
	reserve_flg_i,
	wb_i,
	wb_r_i,
	result_i
);
	input clk;
	input rst;
	input [4:0] r0_i;
	input r0v_i;
	input [4:0] r1_i;
	input r1v_i;
	output [31:0] r_opr0_o;
	output [31:0] r_opr1_o;
	output reserved_flg_o;
	input [4:0] rd_i;
	input reserve_flg_i;
	input wb_i;
	input [4:0] wb_r_i;
	input [31:0] result_i;
	reg [31:0] reserve_status;
	assign reserved_flg_o = ((reserve_status[r0_i] && r0v_i) || (reserve_status[r1_i] && r1v_i)) ? 1'b1 : 1'b0;
	assign r_opr0_o =
		(r0v_i == 1'b0) ? 32'hffffffff:
		(r0_i == 5'd0) ? data0 :
		(r0_i == 5'd1) ? data1 :
		(r0_i == 5'd2) ? data2 :
		(r0_i == 5'd3) ? data3 :
		(r0_i == 5'd4) ? data4 :
		(r0_i == 5'd5) ? data5 :
		(r0_i == 5'd6) ? data6 :
		(r0_i == 5'd7) ? data7 :
		(r0_i == 5'd8) ? data8 :
		(r0_i == 5'd9) ? data9 :
		(r0_i == 5'd10) ? data10 :
		(r0_i == 5'd11) ? data11 :
		(r0_i == 5'd12) ? data12 :
		(r0_i == 5'd13) ? data13 :
		(r0_i == 5'd14) ? data14 :
		(r0_i == 5'd15) ? data15 :
		(r0_i == 5'd16) ? data16 :
		(r0_i == 5'd17) ? data17 :
		(r0_i == 5'd18) ? data18 :
		(r0_i == 5'd19) ? data19 :
		(r0_i == 5'd20) ? data20 :
		(r0_i == 5'd21) ? data21 :
		(r0_i == 5'd22) ? data22 :
		(r0_i == 5'd23) ? data23 :
		(r0_i == 5'd24) ? data24 :
		(r0_i == 5'd25) ? data25 :
		(r0_i == 5'd26) ? data26 :
		(r0_i == 5'd27) ? data27 :
		(r0_i == 5'd28) ? data28 :
		(r0_i == 5'd29) ? data29 :
		(r0_i == 5'd30) ? data30 :
		(r0_i == 5'd31) ? data31 : 32'hffffffff;
	assign r_opr1_o =
		(r1v_i == 1'b0) ? 32'hffffffff:
		(r1_i == 5'd0) ? data0 :
		(r1_i == 5'd1) ? data1 :
		(r1_i == 5'd2) ? data2 :
		(r1_i == 5'd3) ? data3 :
		(r1_i == 5'd4) ? data4 :
		(r1_i == 5'd5) ? data5 :
		(r1_i == 5'd6) ? data6 :
		(r1_i == 5'd7) ? data7 :
		(r1_i == 5'd8) ? data8 :
		(r1_i == 5'd9) ? data9 :
		(r1_i == 5'd10) ? data10 :
		(r1_i == 5'd11) ? data11 :
		(r1_i == 5'd12) ? data12 :
		(r1_i == 5'd13) ? data13 :
		(r1_i == 5'd14) ? data14 :
		(r1_i == 5'd15) ? data15 :
		(r1_i == 5'd16) ? data16 :
		(r1_i == 5'd17) ? data17 :
		(r1_i == 5'd18) ? data18 :
		(r1_i == 5'd19) ? data19 :
		(r1_i == 5'd20) ? data20 :
		(r1_i == 5'd21) ? data21 :
		(r1_i == 5'd22) ? data22 :
		(r1_i == 5'd23) ? data23 :
		(r1_i == 5'd24) ? data24 :
		(r1_i == 5'd25) ? data25 :
		(r1_i == 5'd26) ? data26 :
		(r1_i == 5'd27) ? data27 :
		(r1_i == 5'd28) ? data28 :
		(r1_i == 5'd29) ? data29 :
		(r1_i == 5'd30) ? data30 :
		(r1_i == 5'd31) ? data31 : 32'hffffffff;
	wire we0 = (wb_i && wb_r_i == 5'd0) ? 1'b1 : 1'b0;
	wire we1 = (wb_i && wb_r_i == 5'd1) ? 1'b1 : 1'b0;
	wire we2 = (wb_i && wb_r_i == 5'd2) ? 1'b1 : 1'b0;
	wire we3 = (wb_i && wb_r_i == 5'd3) ? 1'b1 : 1'b0;
	wire we4 = (wb_i && wb_r_i == 5'd4) ? 1'b1 : 1'b0;
	wire we5 = (wb_i && wb_r_i == 5'd5) ? 1'b1 : 1'b0;
	wire we6 = (wb_i && wb_r_i == 5'd6) ? 1'b1 : 1'b0;
	wire we7 = (wb_i && wb_r_i == 5'd7) ? 1'b1 : 1'b0;
	wire we8 = (wb_i && wb_r_i == 5'd8) ? 1'b1 : 1'b0;
	wire we9 = (wb_i && wb_r_i == 5'd9) ? 1'b1 : 1'b0;
	wire we10 = (wb_i && wb_r_i == 5'd10) ? 1'b1 : 1'b0;
	wire we11 = (wb_i && wb_r_i == 5'd11) ? 1'b1 : 1'b0;
	wire we12 = (wb_i && wb_r_i == 5'd12) ? 1'b1 : 1'b0;
	wire we13 = (wb_i && wb_r_i == 5'd13) ? 1'b1 : 1'b0;
	wire we14 = (wb_i && wb_r_i == 5'd14) ? 1'b1 : 1'b0;
	wire we15 = (wb_i && wb_r_i == 5'd15) ? 1'b1 : 1'b0;
	wire we16 = (wb_i && wb_r_i == 5'd16) ? 1'b1 : 1'b0;
	wire we17 = (wb_i && wb_r_i == 5'd17) ? 1'b1 : 1'b0;
	wire we18 = (wb_i && wb_r_i == 5'd18) ? 1'b1 : 1'b0;
	wire we19 = (wb_i && wb_r_i == 5'd19) ? 1'b1 : 1'b0;
	wire we20 = (wb_i && wb_r_i == 5'd20) ? 1'b1 : 1'b0;
	wire we21 = (wb_i && wb_r_i == 5'd21) ? 1'b1 : 1'b0;
	wire we22 = (wb_i && wb_r_i == 5'd22) ? 1'b1 : 1'b0;
	wire we23 = (wb_i && wb_r_i == 5'd23) ? 1'b1 : 1'b0;
	wire we24 = (wb_i && wb_r_i == 5'd24) ? 1'b1 : 1'b0;
	wire we25 = (wb_i && wb_r_i == 5'd25) ? 1'b1 : 1'b0;
	wire we26 = (wb_i && wb_r_i == 5'd26) ? 1'b1 : 1'b0;
	wire we27 = (wb_i && wb_r_i == 5'd27) ? 1'b1 : 1'b0;
	wire we28 = (wb_i && wb_r_i == 5'd28) ? 1'b1 : 1'b0;
	wire we29 = (wb_i && wb_r_i == 5'd29) ? 1'b1 : 1'b0;
	wire we30 = (wb_i && wb_r_i == 5'd30) ? 1'b1 : 1'b0;
	wire we31 = (wb_i && wb_r_i == 5'd31) ? 1'b1 : 1'b0;
	wire [31:0] data0 = 32'd0;
	wire [31:0] data1;
	wire [31:0] data2;
	wire [31:0] data3;
	wire [31:0] data4;
	wire [31:0] data5;
	wire [31:0] data6;
	wire [31:0] data7;
	wire [31:0] data8;
	wire [31:0] data9;
	wire [31:0] data10;
	wire [31:0] data11;
	wire [31:0] data12;
	wire [31:0] data13;
	wire [31:0] data14;
	wire [31:0] data15;
	wire [31:0] data16;
	wire [31:0] data17;
	wire [31:0] data18;
	wire [31:0] data19;
	wire [31:0] data20;
	wire [31:0] data21;
	wire [31:0] data22;
	wire [31:0] data23;
	wire [31:0] data24;
	wire [31:0] data25;
	wire [31:0] data26;
	wire [31:0] data27;
	wire [31:0] data28;
	wire [31:0] data29;
	wire [31:0] data30;
	wire [31:0] data31;
	register_cell r1(.clk(clk),.rst(rst),.din(result_i),.we(we1),.dout(data1));
	register_cell r2(.clk(clk),.rst(rst),.din(result_i),.we(we2),.dout(data2));
	register_cell r3(.clk(clk),.rst(rst),.din(result_i),.we(we3),.dout(data3));
	register_cell r4(.clk(clk),.rst(rst),.din(result_i),.we(we4),.dout(data4));
	register_cell r5(.clk(clk),.rst(rst),.din(result_i),.we(we5),.dout(data5));
	register_cell r6(.clk(clk),.rst(rst),.din(result_i),.we(we6),.dout(data6));
	register_cell r7(.clk(clk),.rst(rst),.din(result_i),.we(we7),.dout(data7));
	register_cell r8(.clk(clk),.rst(rst),.din(result_i),.we(we8),.dout(data8));
	register_cell r9(.clk(clk),.rst(rst),.din(result_i),.we(we9),.dout(data9));
	register_cell r10(.clk(clk),.rst(rst),.din(result_i),.we(we10),.dout(data10));
	register_cell r11(.clk(clk),.rst(rst),.din(result_i),.we(we11),.dout(data11));
	register_cell r12(.clk(clk),.rst(rst),.din(result_i),.we(we12),.dout(data12));
	register_cell r13(.clk(clk),.rst(rst),.din(result_i),.we(we13),.dout(data13));
	register_cell r14(.clk(clk),.rst(rst),.din(result_i),.we(we14),.dout(data14));
	register_cell r15(.clk(clk),.rst(rst),.din(result_i),.we(we15),.dout(data15));
	register_cell r16(.clk(clk),.rst(rst),.din(result_i),.we(we16),.dout(data16));
	register_cell r17(.clk(clk),.rst(rst),.din(result_i),.we(we17),.dout(data17));
	register_cell r18(.clk(clk),.rst(rst),.din(result_i),.we(we18),.dout(data18));
	register_cell r19(.clk(clk),.rst(rst),.din(result_i),.we(we19),.dout(data19));
	register_cell r20(.clk(clk),.rst(rst),.din(result_i),.we(we20),.dout(data20));
	register_cell r21(.clk(clk),.rst(rst),.din(result_i),.we(we21),.dout(data21));
	register_cell r22(.clk(clk),.rst(rst),.din(result_i),.we(we22),.dout(data22));
	register_cell r23(.clk(clk),.rst(rst),.din(result_i),.we(we23),.dout(data23));
	register_cell r24(.clk(clk),.rst(rst),.din(result_i),.we(we24),.dout(data24));
	register_cell r25(.clk(clk),.rst(rst),.din(result_i),.we(we25),.dout(data25));
	register_cell r26(.clk(clk),.rst(rst),.din(result_i),.we(we26),.dout(data26));
	register_cell r27(.clk(clk),.rst(rst),.din(result_i),.we(we27),.dout(data27));
	register_cell r28(.clk(clk),.rst(rst),.din(result_i),.we(we28),.dout(data28));
	register_cell r29(.clk(clk),.rst(rst),.din(result_i),.we(we29),.dout(data29));
	register_cell r30(.clk(clk),.rst(rst),.din(result_i),.we(we30),.dout(data30));
	register_cell r31(.clk(clk),.rst(rst),.din(result_i),.we(we31),.dout(data31));
	always @(posedge clk or posedge rst) begin
		if(rst) begin
			reserve_status <= 32'b0;
		end else begin
			if(reserve_flg_i) begin
				reserve_status[rd_i] <= 1'b1;
			end
			if (wb_i) begin
				reserve_status[wb_r_i] <= 1'b0;
			end
		end
	end
endmodule
### ./run.sh
#!/bin/bash
# OpenROAD 26Q1-2900-gdf79404cd8, Yosys 0.63+post, stock flow scripts
make -C /OpenROAD-flow-scripts/flow DESIGN_CONFIG=/design/flow/config.mk WORK_HOME=/design/flow/orfs finish
### ./constraint.sdc
current_design register_file

set clk_period 7.7
set clk_io_pct 0.2

create_clock -name clk0 -period $clk_period [get_ports {clk}]

set non_clock_inputs [all_inputs -no_clocks]
set_input_delay [expr $clk_period * $clk_io_pct] -clock clk0 $non_clock_inputs
set_output_delay [expr $clk_period * $clk_io_pct] -clock clk0 [all_outputs]
==> out/metrics.csv <==
metric,value,unit
outcome,finished with violations,
failing checks,"max-capacitance violations, max-slew violations, negative setup slack",
Yosys cell types,105,
crit path DRT,6160,ps
Worst IR Drop VDD,0.242,mV
fin worst setup slack,-214,ps
initial core utilization,0.505,
CTS Buf Count,113,
row count,123,
crit-path cells,buf_6 > nand2b_1 > or3_1 > o2111ai_1 > a2111oi_0 > buf_4 > o21ai_1 > a31oi_1 > clkdlybuf4s50_1,
Insertion Delay late pin,740,ps
crit path buf inv count,3,
post-place instance area,61000,um2
ys flop type,dfrtp_1,
drt initial violations,6682,
clk sinks,1024,
critical path's slowest cell,a2111oi_0,
Clock Path Buffers,3,
critical-path maximum fanout,70,
DP Cell Count,7013,
Clock transition at path regs,60,ps
Hold EP,r18.dout[28],
post-detail-place hpwl,212,mm
Post-synth ARST share,1.00,
pin count of the biggest net entering global routing,130,
hold_buf cts,0,
Routability Congestion,1.12,
final WL,303,mm
worst path arrival time,6370,ps
Flops after synth,1024,
PortBufs,122,
Crit. End Element,output port,
Synth Warn #,0,
Tcrit/Tclk final,1.03,
vias in the first global route,51700,
Worst slew margin,-0.00139,
Yosys Instances,5506,
worst hold margin,507,ps
RSZ-0062 raised after global routing,false,
GRT Overall Usage,0.549,
post-route insts no fill,7242,
WL per Instance,41.9,um
Hold Path Depth,1,
crit path launch type,primary input,
P&R area growth vs syn,14.7,%
OpenROAD warning count,51,
initial antenna violation count,23,
FF-to-FF End,r21.dout[4],
vias,54000,
Via density,7.45,
fillers,9385,
H-tree depth,3,
Initial DRT Pass Iterations,9,
post-synthesis cell count,5506,
chip area line of the yosys report,56800,um2
top cell family by delay on the critical path,AND-OR/OR-AND gates,
Flop area,25600,um2
"Slew Viols, Final",1,
FF-to-FF setup slack,6740,ps
I/O pins,123,
Period minus WS final,7910,ps
final setup vio count,3,
type of the tightest min-delay check,flop to flop,
drt drc,0,
RR Startpoint,r21.dout[4],
Final ANT Viol Nets,0,
Crit Path Class,primary input to output port,
Post-Synthesis Cell Area,56800,um2
chip width,339,um
fmax,126,MHz
root buffer cell,clkbuf_16,
Final Skew,0,ps
post-CTS setup repair buffer count,0,
Fin. Hold Viols,0,
Synth Seq Share,0.451,
"Avg Cell Area, Syn",10.3,um2
GRT overflow,0,
layout cells sized above 1,0.297,
pin slew with the least headroom to its limit,1500,ps
CTS tree,done,
Comb gate area,28900,um2
Pwr Density,256,nW/um2
Die Area,115000,um2
Max Cap Viol,1,
global-route wire length before repair,420,mm
final instance area,65200,um2
CP peak stage delay,1240,ps
number of enable flip-flop cells,0,
Static Leak,28.4,nW
min-delay src,r18.dout[28],
Die Ht,339,um
core area,112000,um2
R2R depth,1,
## worst max-delay path by stage
| stage | startpoint | to | slack (ps) | cells after the start |
|---|---|---|---|---|
| 5_1_grt | r1_i[0] | r_opr1_o[0] | 50 | 9 |
| 6_report | r1_i[0] | r_opr1_o[0] | -210 | 9 |
| 4_1_cts | r1_i[4] | r_opr1_o[0] | 330 | 12 |
## cells by family (layout without fill, tap and decap cells)
kind of cell / after synthesis / after routing / share of synthesized area
flops: 1024 / 1024 / 0.451
other cells: 0 / 17 / 0
mux: 1004 / 1004 / 0.202
simple gates: 1285 / 1285 / 0.111
xor+xnor: 2 / 2 / 0.000441
compound gates: 1631 / 1631 / 0.190
buf+inv: 560 / 779 / 0.0449
## through the flow
stage / setup TNS [ps] / worst slack (ps) / power, mW / util
floorplan: -8144830 / -7950 / 8.95 / -
global placement: 0 / 328 / 10.4 / 0.542
detailed placement: 0 / 337 / 10.4 / 0.542
CTS: 0 / 327 / 16.5 / 0.579
global route: 0 / 54.1 / 17.1 / 0.579
finish: -239 / -214 / 16.7 / 0.579
## Yosys cell counts, drive strengths merged, types with 14 or more instances
master / number / area share
mux4: 21 / 0.0083
nor4: 40 / 0.0045
inv: 35 / 0.0023
o21ai: 323 / 0.029
nor3b: 24 / 0.0043
dfrtp: 1024 / 0.45
nand4: 22 / 0.0025
a22oi: 100 / 0.013
o22ai: 319 / 0.035
o221ai: 86 / 0.013
o2bb2ai: 14 / 0.0022
a21o: 22 / 0.0029
nand3: 92 / 0.0085
o2111ai: 26 / 0.0040
a31oi: 23 / 0.0025
a2111oi: 29 / 0.0049
a21oi: 326 / 0.029
o31ai: 15 / 0.0020
a2bb2oi: 32 / 0.0049
or3: 72 / 0.0079
nand2b: 28 / 0.0031
nor2: 284 / 0.019
and3: 39 / 0.0043
nor3: 105 / 0.0093
a221o: 26 / 0.0046
o32ai: 15 / 0.0023
mux2: 944 / 0.19
a22o: 15 / 0.0023
clkbuf: 242 / 0.016
nor2b: 32 / 0.0035
mux2i: 39 / 0.0069
buf: 281 / 0.026
a221oi: 68 / 0.010
nand2: 454 / 0.030
o211ai: 41 / 0.0054
nand3b: 19 / 0.0028
a211oi: 49 / 0.0067
## metal layers
layer	wire (um)	vias up	global-route usage
li1	-	21100	-
met1	109000	26800	0.724
met2	118000	4719	0.695
met4	22100	34	0.276
met5	525	-	0.0283
met3	53800	1258	0.363
## cell usage in the layout (no fill, tap or decap), drive strengths merged, types with 26 or more instances in the layout
cell           instances
o22ai                319
nand3                 92
and3                  39
mux2i                 39
a21oi                326
nor2b                 32
nor2                 284
clkbuf               146
nor3                 105
a211oi                49
buf                  418
o21ai                323
a2bb2oi               32
clkinv                35
mux2                 944
a22oi                100
o2111ai               26
o221ai                86
nand2b                28
dfrtp               1024
or3                   72
nor4                  40
o211ai                41
a221oi                68
nand2                454
a2111oi               29
inv                   37
a221o                 26
clkdlybuf4s50        112
## what timing repair did
item,CTS,global route
setup endpoints to repair,0,1
gates resized,0,1
hold endpoints to repair,0,0
## where the power goes
part | leakage, nW | internal [mW] | switching, mW
Clock | 2.03 | 3.62 | 2.48
Sequential | 13.1 | 6.43 | 1.12
Combinational | 13.3 | 1.37 | 1.67
## final cells by class
type	instances	share of cell area
diodes	17	0.000653
clock inverters	66	0.0146
multi-input cells	3922	0.443
repair buffers	530	0.0690
inverters	37	0.00219
clock buffers	146	0.0488
well taps	1500	0.0288
flip-flops and latches	1024	0.393
Power and IR drop assume default switching activity.
